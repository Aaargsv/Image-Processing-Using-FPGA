`flow/design.v`:
```
module shift_register
#(
	parameter N = 3,
	parameter PXL_CHANNEL = 8
)
(
	input  logic 							  			 	i_clk,
	input  logic 							  			 	i_reset_n,
	input  logic 							  			 	i_enable_rx,
	input  logic [2 : 0][PXL_CHANNEL - 1 : 0] 			 	i_data,
	output logic [2 : 0][PXL_CHANNEL - 1 : 0] 			 	o_data,
	output logic [N - 1 : 0][2 : 0][PXL_CHANNEL - 1 : 0] 	o_whole_data_reg,
	output logic 											o_enable_tx
);
	logic [N - 1 : 0][2 : 0][PXL_CHANNEL - 1 : 0] r_shift_reg;
	logic [$clog2(N) - 1 : 0] 					  r_counter;
	always_ff @(posedge i_clk, negedge i_reset_n)
		begin
			if (!i_reset_n)
				begin
					r_counter   <= 0;
					r_shift_reg <= 0;
				end
			else if (i_enable_rx)
				begin
					if ( r_counter == N)
						r_counter <=  r_counter;
					else
						r_counter  <=  r_counter + 1;
					r_shift_reg <= {r_shift_reg [N - 2 : 0], i_data};
				end
			else
				r_shift_reg <= r_shift_reg;
		end
	assign o_enable_tx 			  = (r_counter == N) & i_enable_rx;
	assign o_whole_data_reg       = r_shift_reg;
	assign o_data      			  = r_shift_reg[N - 1];
endmodule
```
`flow/config.mk`:
```
export PLATFORM = sky130hd
export DESIGN_NAME = shift_register
export DESIGN_NICKNAME = shift_register
export VERILOG_FILES = /design/flow/design.v
export SDC_FILE = /design/flow/constraint.sdc
export NUM_CORES = 4
export LEC_CHECK = 1
export CORE_UTILIZATION = 30
```
`flow/run.sh`:
```
#!/bin/bash
# OpenROAD 26Q1-2900-gdf79404cd8, Yosys 0.63+post, stock flow scripts
make -C /OpenROAD-flow-scripts/flow DESIGN_CONFIG=/design/flow/config.mk WORK_HOME=/design/flow/orfs finish
```
`flow/constraint.sdc`:
```
current_design shift_register

set clk_period 1.5
set clk_io_pct 0.2

create_clock -name clk0 -period $clk_period [get_ports {i_clk}]

set non_clock_inputs [all_inputs -no_clocks]
set_input_delay [expr $clk_period * $clk_io_pct] -clock clk0 $non_clock_inputs
set_output_delay [expr $clk_period * $clk_io_pct] -clock clk0 [all_outputs]
```
==> results.toml <==
# generated from flow reports
[final_timing]
worst_clock_skew_ns = 0.009757
fin_crit_sh_pct = 97.84
hold_violations = 0
tightest_slew_ns = 0.2479
period_needed_ns = 1.468
finalSetupTns_ns = 0
slew_headroom_pct = 83.47
layout_setup_ws_ns = 0.03246
whs_ns = 0.006938
slew_violations = 0
setup_viol = 0
fmax_mhz = 681.4

[floorplanning]
die_h_um = 105.9
core-area_um2 = 10370
initial_core_util_pct = 31.21
die_area_um2 = 11210
ioPinCount = 124
die_x_um = 105.9
rows = 37

[power]
ir_drop_mv = 0.8283
power_density_nw_per_um2 = 1116
p_leak_nw = 2.890

[critical_path]
cp_num_buf_inv = 1
crit_path_end = "o_whole_data_reg[23]"
r2r-end = "r_counter[1]"
cp.arrival_ns = 1.17
r2r_setup_slack_ns = 0.32
end_kind = "output pin"
cp_num_cells = 1
start_kind = "flop"
required_ns = 1.20
crit_family = "buffers and inverters"
crit_fanout = 2
reg2reg_depth = 3
critPathMaxStageDelay_ns = 0.47
path_cells = "clkdlybuf4s50_1"
crit_path_start = "r_shift_reg[23]"
crit-reg2reg-launch = "r_counter[0]"
worst_path_max_delay_cell = "clkdlybuf4s50_1"
crit_type = "reg -> out"

[cts]
clk_latency_ns = 0.34
clock_sinks = 74
cts_max_level = 3
clockRootBuffer = "clkbuf_8"
cts_buffer_depth = 2
cts_tree = "yes"
numCtsBuffers = 9
clk_pin_slew_ns = 0.07

[yosys]
ys_seq_share_pct = 57.21
top_area_share_pct = 57.21
area_leaders = "dfrtp_1 (57%), mux2_4 (32%), buf_4 (5.6%), buf_6 (2.8%), mux2_1 (1.4%)"
ys_chip_area_um2 = 3237
syn_area_per_cell_um2 = 17.69
ys.flops = 74
synth_warnings = 1
ys_cells = 183
syn_inst = 183
netlist_area_um2 = 3237
yosysTopAreaCell = "dfrtp_1"
synth_cell_types = 9

[placement]
finalWeightedCongestion = 0.6977
io_buffers = 123
dp_hpwl_um = 3742
dp.cells = 415
place_area_um2 = 4451
post-place-ws_ns = 0.1097

[detailed_routing]
met1Wirelength_um = 3303
top_layer = "met4"
drcViolationCount = 0
vias_per_cell = 4.045
drt-total-wl_um = 6794
met2_wirelength_um = 2986
wl_met3_um = 430
via_count = 2075
drtIter0Drc = 41
antennaDiodeCount = 0
antenna_left = 0
wl_per_cell_um = 13.24
dr.pass1.iters = 4

[final_layout]
fin_cells = 513
drive_above_1_share_pct = 46.15
syn2layout_area_growth_pct = 65.06
final_area_um2 = 5343
largest_reg_flops = 72

[grt]
grt_pass1_wl_um = 10360
grt_use_total_pct = 11.87
overflow = 0
grt_max_degree = 75
antenna_found_initial = 0
grt_pass1_vias = 2017

[job]
drv_cap = 0
warnings = 26

[outcome]
status = "finished, final reports clean"

[hold_path]
min_path_type = "in -> async"
-- cells in the final DEF (no fill, tap or decap), drive strengths merged --
| master | synthesis | layout |
|---|---|---|
| mux2 | 73 | 73 |
| clkbuf | 0 | 12 |
| dlymetal6s2s | 0 | 33 |
| clkdlybuf4s50 | 0 | 37 |
| bufinv | 0 | 2 |
| xnor2 | 1 | 1 |
| and2 | 1 | 1 |
| buf | 32 | 90 |
| ha | 1 | 1 |
| clkinv | 0 | 1 |
| clkinvlp | 0 | 1 |
| dlygate4sd2 | 0 | 50 |
| nand2b | 1 | 1 |
| dfrtp | 74 | 74 |
-- worst min path at each step --
stage,from,endpoint,depth (start not counted)
4_1_cts,i_reset_n,r_shift_reg[46],2
5_1_grt,i_reset_n,r_shift_reg[41],3
6_report,i_reset_n,r_shift_reg[71],3
-- cells by family (layout without fill, tap and decap cells) --
family / after synthesis / count (layout) / share of synthesized area [%]
flops: 74 / 74 / 57.21
mux: 73 / 73 / 33.40
buf+inv: 32 / 226 / 8.349
simple gates: 2 / 2 / 0.3868
fa+ha+maj: 1 / 1 / 0.3865
xor+xnor: 1 / 1 / 0.2706
-- layout make-up --
cell class                      instances  area [um2]
Timing Repair Buffer                  210        1989
Clock inverter                          4       76.32
Fill cell                             894        5027
Multi-Input combinational cell         77        1120
Tap cell                              136       170.2
Clock buffer                           12       135.1
Sequential cell                        74        1852
-- metrics by stage --
step,total power [W],utilization [%]
after CTS,0.006015,49.18
final,0.005962,51.52
after detailed placement,0.004049,42.92
after global routing,0.006313,51.52
after floorplan,0.003186,-
after global placement,0.004037,42.92
-- metal layers --
metal / vias up / GRT usage (%)
met4: 0 / 1.587
met3: 9 / 2.839
met5: - / 0
li1: 976 / -
met2: 75 / 17.18
met1: 1015 / 19.12
-- cells in the mapped netlist --
cell type,number
dfrtp_1,74
mux2_4,69
buf_4,24
buf_6,8
mux2_1,4
and2_1,1
ha_1,1
nand2b_1,1
xnor2_1,1
-- power by group --
group	internal (W)	total, W	switching (W)	leakage [nW]
logic	0.00138	0.00179	0.000404	1.92
registers	0.00231	0.00250	0.000186	0.868
clock network	0.000943	0.00168	0.000733	0.101
-- repair_timing --
action                                  in CTS  in global routing
gates cloned                                 0                  0
pin swaps                                    2                  2
buffers inserted                            67                 12
resized                                     54                 34
endpoints found under the setup margin      97                 41
endpoints found under the hold margin       74                 28
Power is estimated from default activity; no workload was simulated.
