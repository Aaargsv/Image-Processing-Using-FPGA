==> flow/design.v <==
module cam_config_controller
	#(
		parameter CLK_FREQUENCY = 25000000
	)
	(
		input  logic		    i_clk,
		input  logic		    i_reset_n,
		input  logic		    i_SCCB_ready,
		input  logic [15 : 0]   i_rom_data,
		input  logic		    i_config_start,
		output logic [7:0]    	o_SCCB_address,
		output logic [7:0]    	o_SCCB_data,
		output logic	    	o_SCCB_start,
		output logic		    o_config_done,
		output logic [7:0]		o_rom_address
	);
	localparam FSM_IDLE 		    		= 3'b 000;
	localparam FSM_READ_FROM_ROM 		= 3'b 001;
	localparam FSM_SEND_TO_SCCB  		= 3'b 010;
	localparam FSM_RESET_START_SCCB 	= 3'b 011;
	localparam FSM_WAIT					= 3'b 100;
	localparam FSM_CONFIG_DONE   		= 3'b 101;
	localparam FSM_CLEANUP  			= 3'b 110;
	logic [15 : 0] 								r_rom_data;
	logic [$clog2(CLK_FREQUENCY / 100) - 1 : 0] r_clk_counter;
	logic [2 : 0] 								r_state;
	always_ff @(posedge i_clk, negedge i_reset_n)
		begin
			if (!i_reset_n)
				begin
					o_rom_address <= 0;
					r_state		  <= FSM_IDLE;
					r_clk_counter <= 0;
					r_rom_data	  <= 0;
					o_config_done <= 0;
					o_SCCB_start  <= 0;
				end
			else
				begin
					case (r_state)
						FSM_IDLE :
							begin
								o_rom_address <= 0;
								o_SCCB_start  <= 0;
								if (i_config_start)
									begin
										r_state	   	  <= FSM_READ_FROM_ROM;
										o_config_done <= 0;
									end
								else
									r_state	   <= FSM_IDLE;
							end
						FSM_READ_FROM_ROM :
							begin
								r_rom_data    <= i_rom_data;
								r_state	      <= FSM_SEND_TO_SCCB;
							end
						FSM_SEND_TO_SCCB :
							begin
								case (r_rom_data)
									16'h FF_FF :
										begin
											r_state	   <= FSM_CONFIG_DONE;
										end
									16'h FF_F0:
										begin
											if (r_clk_counter < CLK_FREQUENCY / 100 - 1)
												begin
													r_clk_counter <= r_clk_counter + 1'b1;
													r_state		  <= FSM_SEND_TO_SCCB;
												end
											else
												begin
													r_clk_counter <= 0;
													o_rom_address <= o_rom_address + 1'b1;
													r_state		  <= FSM_WAIT;
												end
										end
									default :
										begin
											if (i_SCCB_ready)
												begin
													o_SCCB_start   <= 1;
													o_SCCB_address <= r_rom_data[15 : 8];
													o_SCCB_data    <= r_rom_data[ 7 : 0];
													o_rom_address  <= o_rom_address + 1'b1;
													r_state		   <= FSM_RESET_START_SCCB ;
												end
											else
												r_state		<= FSM_SEND_TO_SCCB;
										end
								endcase
							end
						FSM_RESET_START_SCCB :
							begin
								o_SCCB_start  <= 0;
								r_state 	  <= FSM_WAIT;
							end
						FSM_WAIT :
							begin
								if (i_SCCB_ready)
									r_state <= FSM_READ_FROM_ROM;
								else
									r_state <= FSM_WAIT;
							end
						FSM_CONFIG_DONE :
							begin
								o_config_done <= 1;
								r_state		  <= FSM_CLEANUP;
							end
						FSM_CLEANUP :
							r_state		  <= FSM_IDLE;
					endcase
				end
		end
endmodule : cam_config_controller
module camera_configuration
	#(
		parameter CLK_FREQUENCY  = 25000000,
		parameter SCCB_FREQUENCY = 100000
	)
	(
		input 	logic i_clk,
		input 	logic i_reset_n,
		input 	logic i_config_start,
		output 	logic o_config_done,
		output  logic o_sioc,
		output	logic o_siod
	);
	logic [7:0]     i_address;
	logic [15:0]    o_data;
	logic		    i_SCCB_ready;
	logic [15 : 0]  i_rom_data;
	logic [7:0]    	o_SCCB_address;
	logic [7:0]    	o_SCCB_data;
	logic	    	o_SCCB_start;
	configuration_rom configuration_rom_inst
					  (
						  .i_clk    	(i_clk),
						  .i_address	(i_address),
						  .o_data 		(o_data)
					  );
	cam_config_controller
							#(.CLK_FREQUENCY(CLK_FREQUENCY))
	cam_config_controller_inst
						  (
							  .i_clk			(i_clk),
							  .i_reset_n		(i_reset_n),
							  .i_SCCB_ready		(i_SCCB_ready),
							  .i_rom_data		(o_data),
							  .i_config_start	(i_config_start),
							  .o_SCCB_address	(o_SCCB_address),
							  .o_SCCB_data		(o_SCCB_data),
							  .o_SCCB_start		(o_SCCB_start),
							  .o_config_done	(o_config_done),
							  .o_rom_address	(i_address)
						  );
	sccb_transmitter
					#(
					.SCCB_FREQUENCY(SCCB_FREQUENCY),
					.CLK_FREQUENCY (CLK_FREQUENCY)
					)
	sccb_transmitter_inst
					 (
						 .i_clk			(i_clk),
						 .i_reset_n		(i_reset_n),
						 .i_start		(o_SCCB_start),
						 .i_address		(o_SCCB_address),
						 .i_data		(o_SCCB_data),
						 .o_sioc		(o_sioc),
						 .o_siod		(o_siod),
						 .o_ready		(i_SCCB_ready)
					 );
	endmodule : camera_configuration
module configuration_rom
	(
		input  logic 		i_clk,
		input  logic [7:0]  i_address,
		output logic [15:0] o_data
    );
    always_ff @(posedge i_clk)
		begin
			case(i_address)
				 0:  o_data <= 16'h12_80;  
				 1:  o_data <= 16'hFF_F0;  
				 2:  o_data <= 16'h12_04;  
				 3:  o_data <= 16'h11_80;  
				 4:  o_data <= 16'h0C_00;  
				 5:  o_data <= 16'h3E_00;  
				 6:  o_data <= 16'h04_00;  
				 7:  o_data <= 16'h40_d0;  
				 8:  o_data <= 16'h3a_04;  
				 9:  o_data <= 16'h14_18;  
				 10: o_data <= 16'h4F_B3;  
				 11: o_data <= 16'h50_B3;  
				 12: o_data <= 16'h51_00;  
				 13: o_data <= 16'h52_3d;  
				 14: o_data <= 16'h53_A7;  
				 15: o_data <= 16'h54_E4;  
				 16: o_data <= 16'h58_9E;  
				 17: o_data <= 16'h3D_C0;  
				 18: o_data <= 16'h17_14;  
				 19: o_data <= 16'h18_02;  
				 20: o_data <= 16'h32_80;  
				 21: o_data <= 16'h19_03;  
				 22: o_data <= 16'h1A_7B;  
				 23: o_data <= 16'h03_0A;  
				 24: o_data <= 16'h0F_41;  
				 25: o_data <= 16'h1E_00;  
				 26: o_data <= 16'h33_0B;  
				 27: o_data <= 16'h3C_78;  
				 28: o_data <= 16'h69_00;  
				 29: o_data <= 16'h74_00;  
				 30: o_data <= 16'hB0_84;  
				 31: o_data <= 16'hB1_0c;  
				 32: o_data <= 16'hB2_0e;  
				 33: o_data <= 16'hB3_80;  
				 34: o_data <= 16'h70_3a;
				 35: o_data <= 16'h71_35;
				 36: o_data <= 16'h72_11;
				 37: o_data <= 16'h73_f0;
				 38: o_data <= 16'ha2_02;
				 39: o_data <= 16'h7a_20;
				 40: o_data <= 16'h7b_10;
				 41: o_data <= 16'h7c_1e;
				 42: o_data <= 16'h7d_35;
				 43: o_data <= 16'h7e_5a;
				 44: o_data <= 16'h7f_69;
				 45: o_data <= 16'h80_76;
				 46: o_data <= 16'h81_80;
				 47: o_data <= 16'h82_88;
				 48: o_data <= 16'h83_8f;
				 49: o_data <= 16'h84_96;
				 50: o_data <= 16'h85_a3;
				 51: o_data <= 16'h86_af;
				 52: o_data <= 16'h87_c4;
				 53: o_data <= 16'h88_d7;
				 54: o_data <= 16'h89_e8;
				 54: o_data <= 16'h13_e0;  
				 55: o_data <= 16'h00_00;  
				 56: o_data <= 16'h10_00;  
				 57: o_data <= 16'h0d_40;  
				 58: o_data <= 16'h14_18;  
				 59: o_data <= 16'ha5_05;  
				 60: o_data <= 16'hab_07;  
				 61: o_data <= 16'h24_95;  
				 62: o_data <= 16'h25_33;  
				 63: o_data <= 16'h26_e3;  
				 64: o_data <= 16'h9f_78;  
				 65: o_data <= 16'ha0_68;  
				 66: o_data <= 16'ha1_03;  
				 67: o_data <= 16'ha6_d8;  
				 68: o_data <= 16'ha7_d8;  
				 69: o_data <= 16'ha8_f0;  
				 70: o_data <= 16'ha9_90;  
				 71: o_data <= 16'haa_94;  
				 72: o_data <= 16'h13_e5;  
				default:
					 o_data <= 16'hFF_FF;          
			endcase
    	end
endmodule : configuration_rom
module sccb_transmitter
#(
	parameter SCCB_FREQUENCY = 100000,
	parameter CLK_FREQUENCY = 25000000
)
(
	input logic 			i_clk,
	input logic 			i_reset_n,
	input logic 			i_start,
	input logic [7 : 0] 	i_address,
	input logic [7 : 0] 	i_data,
	output logic 			o_sioc,
	output logic 			o_siod,
	output logic 			o_ready
);
	localparam CLK_PER_BIT = CLK_FREQUENCY / SCCB_FREQUENCY;
	localparam CAMERA_ADDRESS = 8'h42;
	logic [$clog2(2 * CLK_PER_BIT) - 1 : 0] r_clk_counter;
	logic [2 : 0] r_byte_counter;
	logic [3 : 0] r_bit_counter;
	logic [7 : 0] r_address;
	logic [7 : 0] r_data;
	logic [7 : 0] r_tx_byte;
	logic [3 : 0] r_state;
	logic [3 : 0] r_return_state;
	enum {
		FSM_IDLE,			 
		FSM_START_SIGNAL,	 
		FSM_SELECT_BYTE,	 
		FSM_TX_BIT_1,		 
		FSM_TX_BIT_2,		 
		FSM_TX_BIT_3,		 
		FSM_TX_BIT_4,		 
		FSM_END_SIGNAL_1,	 
		FSM_END_SIGNAL_2,	 
		FSM_END_SIGNAL_3,	 
		FSM_END_SIGNAL_4,	 
		FSM_DONE,			 
		FSM_TIMER			 
	} FSM;
	always_ff @(posedge i_clk, negedge i_reset_n)
		begin
			if (!i_reset_n)
				begin
					r_clk_counter  	<= 0;
					r_byte_counter 	<= 0;
					r_bit_counter  	<= 0;
					r_tx_byte		<= 0;
					o_ready	 	 	<= 1;
					o_sioc 		 	<= 1;
					o_siod		 	<= 1;
					o_ready		 	<= 1;
					r_state		 	<= FSM_IDLE;
					r_return_state 	<= FSM_IDLE;
				end
			else
				begin
					case(r_state)
						FSM_IDLE :
							begin
								o_siod <= 1;
								o_sioc <= 1;
								if (i_start)
									begin
										r_state      <= FSM_START_SIGNAL;
										r_address    <= i_address;
										r_data       <= i_data;
										o_ready	     <= 0;
									end
								else
									begin
										r_state     <= FSM_IDLE;
										o_ready	  	<= 1;
									end
							end
						FSM_START_SIGNAL:
							begin
								o_siod 		 	<= 0;
								r_return_state 	<= FSM_SELECT_BYTE;
								r_clk_counter  	<= CLK_PER_BIT / 4;
								r_state  		<= FSM_TIMER;
							end
						FSM_SELECT_BYTE:
							begin
								if (r_byte_counter == 3)
									begin
										r_state <= FSM_END_SIGNAL_1;
									end
								else
									begin
										r_state 		 <= FSM_TX_BIT_1;
										r_byte_counter   <= r_byte_counter + 1;
										r_bit_counter    <= 0;
										case(r_byte_counter)
											0: r_tx_byte <= CAMERA_ADDRESS;
											1: r_tx_byte <= r_address;
											2: r_tx_byte <= r_data;
											default:
												r_tx_byte <= r_data;
										endcase
									end
							end
						FSM_TX_BIT_1:
							begin
								o_sioc         <= 0;
								r_return_state <= FSM_TX_BIT_2;
								r_clk_counter  <= CLK_PER_BIT / 4;
								r_state  	   <= FSM_TIMER;
							end
						FSM_TX_BIT_2:
							begin
								if (r_bit_counter == 8)
									o_siod <= 1;
								else
									o_siod <= r_tx_byte[7];
								r_return_state <= FSM_TX_BIT_3;
								r_clk_counter  <= CLK_PER_BIT / 4;
								r_state  	   <= FSM_TIMER;
							end
						FSM_TX_BIT_3:
							begin
								o_sioc         <= 1;
								r_return_state <= FSM_TX_BIT_4;
								r_clk_counter  <= CLK_PER_BIT / 2;
								r_state  	   <= FSM_TIMER;
							end
						FSM_TX_BIT_4:
							begin
								if (r_bit_counter == 8)
									r_state <= FSM_SELECT_BYTE;
								else
									r_state <= FSM_TX_BIT_1;
								r_tx_byte     <= r_tx_byte << 1;
								r_bit_counter <= r_bit_counter + 1;
							end
						FSM_END_SIGNAL_1:
							begin
								o_sioc         <= 0;
								r_return_state <= FSM_END_SIGNAL_2;
								r_clk_counter  <= CLK_PER_BIT / 4;
								r_state  	   <= FSM_TIMER;
							end
						FSM_END_SIGNAL_2:
							begin
								o_siod 	       <= 0;
								r_return_state <= FSM_END_SIGNAL_3;
								r_clk_counter  <= CLK_PER_BIT / 4;
								r_state  	   <= FSM_TIMER;
							end
						FSM_END_SIGNAL_3:
							begin
								o_sioc 	       <= 1;
								r_return_state <= FSM_END_SIGNAL_4;
								r_clk_counter  <= CLK_PER_BIT / 4;
								r_state  	   <= FSM_TIMER;
							end
						FSM_END_SIGNAL_4:
							begin
								o_siod         <= 1;
								r_return_state <= FSM_DONE;
								r_clk_counter  <= CLK_PER_BIT / 4;
								r_state  	   <= FSM_TIMER;
							end
						FSM_DONE:
							begin
								r_byte_counter <= 0;
								r_return_state <= FSM_IDLE;
								r_clk_counter  <= 2 * CLK_PER_BIT;
								r_state  	   <= FSM_TIMER;
							end
						FSM_TIMER:
							begin
								if (r_clk_counter > 0)
									begin
										r_clk_counter <=  r_clk_counter - 1;
										r_state       <= FSM_TIMER;
									end
								else
									r_state <= r_return_state;
							end
						default :
							r_state <= FSM_IDLE;
					endcase
				end
		end
endmodule : sccb_transmitter
==> flow/run.sh <==
#!/bin/bash
# OpenROAD 26Q1-2900-gdf79404cd8, Yosys 0.63+post, stock flow scripts
make -C /OpenROAD-flow-scripts/flow DESIGN_CONFIG=/design/flow/config.mk WORK_HOME=/design/flow/orfs finish
==> flow/config.mk <==
export PLATFORM = sky130hd
export DESIGN_NAME = camera_configuration
export DESIGN_NICKNAME = camera_configuration
export VERILOG_FILES = /design/flow/design.v
export SDC_FILE = /design/flow/constraint.sdc
export NUM_CORES = 4
export LEC_CHECK = 1
export CORE_UTILIZATION = 40
==> flow/constraint.sdc <==
current_design camera_configuration

set clk_period 3.7
set clk_io_pct 0.2

create_clock -name clk0 -period $clk_period [get_ports {i_clk}]

set non_clock_inputs [all_inputs -no_clocks]
set_input_delay [expr $clk_period * $clk_io_pct] -clock clk0 $non_clock_inputs
set_output_delay [expr $clk_period * $clk_io_pct] -clock clk0 [all_outputs]
==> metrics.yaml <==
synthesis:
  yosys.cell_types.count: 76
  yosys_cells: 817
  top_area_cell: "dfrtp_1"
  syn-cell-area_um2: 7610
  edf_count: 32
  syn_area_per_cell_um2: 9.31
  ys_seq_share_pct: 45.2
  async_flop_share_pct: 64.2
  syn_inst: 817
  yosysWarnings: 3
  yosys_most_used_dff: "dfrtp_1"
  area_leaders: "dfrtp_1 27%, edfxtp_1 13%, ha_1 4.6%"
  top_cell_area_share_pct: 27.0
  yosys_register_bits: 134
  ys_chip_area_um2: 7610
global_route:
  grt_overflow: 0
  grt_max_degree: 57
  grt_pass1_wl_mm: 29.6
  grt.total_usage_pct: 19.4
  first_global_vias: 5652
  antenna_found_initial: 0
power_and_ir_drop:
  powerDensity_nw_per_um2: 378
  power_mw: 3.17
  p_leak_nw: 3.47
  ir_worst_vdd_mv: 0.320
clock_network:
  clockBufferDepth: 2
  cts_resized: 0
  cts-root-buf: "clkbuf_16"
  clk_latency_ns: 0.41
  cts_tree: "built"
  tritoncts_num_sinks: 134
  numCtsBuffers: 17
  cts_hold_buf: 0
  cts.clk_slew.worst_paths_ns: 0.06
  postCtsSetupBuffers: 0
  h-tree-depth: 4
final_timing:
  fin_crit_ns: 2.79
  skew_ns: 0.0108
  maxSlewViolCount: 0
  setup_viol: 0
  grt_setup_unrepaired: "no"
  worst_pin_slew_ns: 0.810
  tns_ns: 0
  finalHoldViolCount: 0
  fmax_mhz: 359
  period_used_pct: 75.3
  relSlewSlack_pct: 46.0
detailed_routing:
  insertedDiodeCount: 0
  drt_first_iter_violations: 423
  wl_per_cell_um: 17.0
  drc: 0
  ant_nets: 0
  finalWirelength_mm: 17.7
  vias_per_cell: 5.78
  dr.pass1.iters: 5
  vias: 6021
critical_path:
  cp_num_buf_inv: 1
  start_kind: "flop"
  arrival_ns: 3.14
  path_delay_family: "flip-flops"
  crit_fanout: 16
  slowest_delay_ns: 0.67
  worstPathCellList: "inv_1 -> ha_1 -> nor2b_1 -> o31ai_1 -> a221o_1 -> a22oi_1 -> or2_2"
  critPathKind: "reg2reg"
  worstSetupEndpointType: "flop"
  required_ns: 4.05
  slowest_stage: "dfrtp_1"
final_layout:
  drive_gt1_share_pct: 11.0
  ff_latch_area_um2: 3440
  area_growth_pct: 10.2
  comb_area_um2: 3840
  fillers: 1708
  stdcell_area_um2: 8390
floorplan:
  ios: 6
  initial_core_util_pct: 40.7
  die_h_um: 140
  die_area_um2: 19600
  rows: 50
  die_w_um: 140
  core_um2: 18700
outcome:
  outcome: "finished clean"
placed_design:
  gp_congestion: 0.995
  port_buffers: 5
  placed_cell_area_um2: 7800
  dp_hpwl_mm: 12.1
run:
  warnings: 44
  maxCapViolations: 0
worst_hold_path:
  min-delay-path-class: "in2async"
==> cell usage after synthesis, types with 4 or more instances <==
cell type and count:
and2_1 5, nand2b_1 12, nand2_1 72, dfstp_2 4, buf_1 9, o22ai_1 5, a21o_1 7, nand3_1 30
buf_2 5, dfrtp_1 82, nor2b_1 14, nor2_1 65, o211ai_1 8, nor4_1 6, nor3_1 29, o31ai_1 10
nand4_1 6, mux2i_1 10, ha_1 28, inv_1 32, a31oi_1 13, a211o_1 6, and3_1 9, dfxtp_1 16
mux4_2 4, xnor2_1 13, edfxtp_1 32, or3_1 6, a211oi_1 16, mux2_2 19, a22o_1 5, or4_1 5
o21ai_0 66, a21oi_1 53, a22oi_1 6, or2_2 7, clkbuf_1 41, a221oi_1 8
==> flip-flops by register name, summed over array words and instances, names as in the netlist, 7 cells and up <==
| signal | flops |
|---|---|
| cam_config_controller_inst.r_clk_counter | 18 |
| cam_config_controller_inst.r_rom_data | 16 |
| configuration_rom_inst.o_data | 16 |
| sccb_transmitter_inst.r_clk_counter | 9 |
| cam_config_controller_inst.o_SCCB_address | 8 |
| cam_config_controller_inst.o_SCCB_data | 8 |
| cam_config_controller_inst.o_rom_address | 8 |
| sccb_transmitter_inst.r_address | 8 |
| sccb_transmitter_inst.r_data | 8 |
| sccb_transmitter_inst.r_tx_byte | 8 |
| cam_config_controller_inst.r_state | 7 |
==> stage by stage <==
stage | hold WS, ns | instances | util, % | setup WS (ns)
final | 0.264 | 1041 | 44.8 | 0.913
after global routing | 0.279 | 1041 | 44.8 | 0.734
after detailed placement | 0.399 | 1009 | 41.7 | 0.993
after CTS | 0.273 | 1041 | 44.8 | 0.969
after floorplan | 0.374 | 817 | - | 1.36
after global placement | 0.388 | 1009 | 41.7 | 1.03
==> placed cells by master, fill, tap and decap left out, types with 4 or more instances in the layout <==
master,Yosys,final
edfxtp_1,32,32
xnor2_1,13,13
clkinvlp_4,0,4
nand2b_1,12,12
a31oi_1,13,13
buf_4,0,9
a22oi_1,6,6
mux2i_1,10,10
nand3_1,30,30
mux2_2,19,19
nor4_1,6,6
or3_1,6,6
or4_1,5,5
ha_1,28,28
clkbuf_16,0,17
a22o_1,5,5
dfstp_2,4,4
o22ai_1,5,5
mux4_2,4,4
and2_1,5,5
a211o_1,6,6
and3_1,9,9
nand4_1,6,6
o31ai_1,10,10
o21ai_0,66,66
dfrtp_1,82,80
a211oi_1,16,16
nor3_1,29,28
or2_2,7,7
nand2_1,72,72
nor2_1,65,65
o211ai_1,8,8
a221oi_1,8,8
dfxtp_1,16,16
inv_1,32,32
a21o_1,7,7
nor2b_1,14,14
clkinv_2,0,4
a21oi_1,53,53
clkdlybuf4s50_1,0,4
==> worst paths after layout <==
kind,from,to,slack (ns),depth (start not counted)
worst min-delay path,i_reset_n,sccb_transmitter_inst.r_clk_counter[5],0.26,1
worst min register to register,cam_config_controller_inst.r_state[5],cam_config_controller_inst.r_state[3],0.41,0
max in group asynchronous,i_reset_n,cam_config_controller_inst.o_rom_address[2],2.33,2
worst max register to register,cam_config_controller_inst.o_rom_address[1],configuration_rom_inst.o_data[9],0.91,7
worst max-delay path,cam_config_controller_inst.o_rom_address[1],configuration_rom_inst.o_data[9],0.91,7
min in group clk0,cam_config_controller_inst.r_state[5],cam_config_controller_inst.r_state[3],0.41,0
==> cells by family after synthesis <==
kind of cell	synth area share, %
simple gates	18.1
buf+inv	4.42
fa+ha+maj	4.60
compound gates	20.7
mux	5.31
flops	45.2
xor+xnor	1.73
==> layer usage <==
layer,global-route usage [%],part of all wire [%],up-vias
li1,-,-,2959
met1,30.2,46,2833
met2,28.4,45,197
met3,4.01,5.9,32
met4,5.67,2.8,0
met5,0,0,-
==> layout make-up <==
cell class	instances	share of cell area, %
flip-flops and latches	134	41.0
clock buffers	20	5.44
inverters	33	1.48
clock inverters	12	1.52
multi-input cells	595	45.8
repair buffers	13	1.28
well taps	234	3.49
==> worst reg2reg max path, stage by stage (launching register included) <==
cell and delay [ns]:
dfrtp_1 0.67, inv_1 0.28, ha_1 0.45, nor2b_1 0.51, o31ai_1 0.15, a221o_1 0.36, a22oi_1 0.16, or2_2 0.14
==> power breakdown <==
part | leakage [nW] | switching (mW) | internal (mW)
logic | 1.51 | 0.0191 | 0.00277
registers | 1.68 | 0 | 1.51
clock network | 0.279 | 0.619 | 1.03
Power is estimated from default activity; no workload was simulated.
