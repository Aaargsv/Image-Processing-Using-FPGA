==> /design/flow/design.v <==
module VGA
	#(
		parameter WIDTH_IMAGE  = 640,
		parameter HEIGHT_IMAGE = 480
	)
	(
		input  logic 		  i_clk,
		input  logic [15:0]   i_data,
		input  logic 		  i_reset_n,
		input  logic 		  i_red_screen,
		output logic [18:0]	  o_pixel_counter,
		output logic 		  o_hsync,
		output logic 		  o_vsync,
		output logic [7:0]    o_R,
		output logic [7:0]    o_G,
		output logic [7:0]    o_B,
		output logic 		  o_clk,
		output logic 		  o_nsync,
		output logic 		  o_nblank
	);
	localparam horz_visible_area = 640;
	localparam horz_front_porch  = 16;
	localparam horz_sync_pulse   = 96;
	localparam horz_back_porch   = 48;
	localparam horz_whole_line   = 800;
	localparam vert_visible_area = 480;
	localparam vert_front_porch  = 10;
	localparam vert_sync_pulse   = 2;
	localparam vert_back_porch   = 33;
	localparam vert_whole_line   = 525;
	localparam NUM_PIXELS = WIDTH_IMAGE * HEIGHT_IMAGE - 1;
	logic [9:0]  r_horz_counter;
	logic [9:0]  r_vert_counter;
	logic [18:0] r_pixel_counter;
	logic s_in_visible_area;
	always_ff @(posedge  i_clk, negedge i_reset_n)
		begin
			if (~i_reset_n)
				begin
					r_horz_counter <= '0;
					r_vert_counter <= '0;
				end
			else
				begin
					if (r_horz_counter < horz_whole_line - 1)
						r_horz_counter <= r_horz_counter + 1'b1;
					else
						begin
							r_horz_counter <= '0;
							if (r_vert_counter < vert_whole_line - 1)
								r_vert_counter <= r_vert_counter + 1'b1;
							else
								r_vert_counter <= '0;
						end
				end
		end
	assign o_pixel_counter = r_pixel_counter;
	assign o_hsync = (r_horz_counter < horz_visible_area + horz_front_porch) || 
						(r_horz_counter > horz_visible_area + horz_front_porch + horz_sync_pulse);
	assign o_vsync = (r_vert_counter < vert_visible_area + vert_front_porch) || 
						(r_vert_counter > vert_visible_area + vert_front_porch + vert_sync_pulse);
	assign s_in_visible_area = (r_horz_counter < horz_visible_area) && (r_vert_counter < vert_visible_area); 
	always_ff @(posedge i_clk, negedge i_reset_n) 
		begin
			if (~i_reset_n) 
				begin
					o_R <= 0;
					o_G <= 0;
					o_B <= 0;
					r_pixel_counter <= 0;
				end
			else
				begin
					if (s_in_visible_area) 
						begin
							if (r_pixel_counter < NUM_PIXELS)
								r_pixel_counter <= r_pixel_counter + 1'b1;
							else
								r_pixel_counter <= '0;
							if(~i_red_screen) 
								begin
									o_R <= 255;
									o_G <= 0;
									o_B <= 0;
								end
							else 
								begin
									o_R <= { i_data[15 : 11], i_data[15 : 13]};
									o_G <= { i_data[10 : 5],  i_data[10 : 9]};
									o_B <= { i_data[4  : 0],  i_data[4  : 2]};
								end
						end
					else
						begin
							o_R <= 0;
							o_G <= 0;
							o_B <= 0;
						end
				end
		end
	assign o_nsync   = 1'b1;
	assign o_nblank  = ((r_horz_counter < horz_visible_area) && (r_vert_counter < vert_visible_area)) ? 1'b1 : 1'b0;
	assign o_clk   = i_clk;
endmodule : VGA
==> /design/flow/run.sh <==
#!/bin/bash
# OpenROAD 26Q1-2900-gdf79404cd8, Yosys 0.63+post, stock flow scripts
make -C /OpenROAD-flow-scripts/flow DESIGN_CONFIG=/design/flow/config.mk WORK_HOME=/design/flow/orfs finish
==> /design/flow/config.mk <==
export PLATFORM = sky130hd
export DESIGN_NAME = VGA
export DESIGN_NICKNAME = VGA
export VERILOG_FILES = /design/flow/design.v
export SDC_FILE = /design/flow/constraint.sdc
export NUM_CORES = 4
export LEC_CHECK = 1
export CORE_UTILIZATION = 40
==> /design/flow/constraint.sdc <==
current_design VGA

set clk_period 3.4
set clk_io_pct 0.2

create_clock -name clk0 -period $clk_period [get_ports {i_clk}]

set non_clock_inputs [all_inputs -no_clocks]
set_input_delay [expr $clk_period * $clk_io_pct] -clock clk0 $non_clock_inputs
set_output_delay [expr $clk_period * $clk_io_pct] -clock clk0 [all_outputs]
==> results.yml <==
# yosys + openroad results
outcome:
  status: "finished clean"
timing:
  tightest_slew_ns: 0.888
  clock_skew_ns: 0.0110
  setup_viol: 0
  setup_tns_ns: 0
  finalHoldViolations: 0
  relSlewSlack_pct: 40.4
  post-route-min-period_ns: 3.02
  drv_slew: 0
  max_freq_mhz: 331
  min_period_over_period_pct: 88.8
  rsz0062_at_grt: "no"
final_layout:
  syn_to_final_growth_pct: 28.7
  seq_area_sq_mm: 0.00138
  fillers: 635
  fin_util_pct: 53.8
  logic_area_sq_mm: 0.00129
  drive_above_1_share_pct: 7.41
detailed_routing:
  ant_nets: 0
  drt-total-wl_mm: 6.24
  diodes: 0
  drcViolationCount: 0
  detail_route.first_pass.iterations: 4
  drtIter0Drc: 105
  via_per_inst: 5.30
  vias: 2370
  wire_per_inst_microns: 13.9
synth:
  ys_warn_count: 1
  flop_cell: "dfrtp_1"
  syn_area_sq_mm: 0.00285
  top_area_share_pct: 48.2
  yosys-top-cells-count: "55 x dfrtp_1, 25 x nand2_1, 15 x and3_1"
  ys.flops: 55
  yosysChipArea_sq_mm: 0.00285
  edf_count: 0
  yosysMostFrequentCell: "dfrtp_1"
  ys_cells: 294
  area_leaders: "dfrtp_1 48%, and3_1 3.3%, nand2_1 3.3%, buf_4 2.6%, o21ai_0 2.5%"
  synth_top_cell_by_area: "dfrtp_1"
  ys_types: 52
  avgSynthCellArea_sq_um: 9.71
  synthCells: 294
  ys_seq_share_pct: 48.2
  synth_async_sr_flop_share_pct: 100
setup_path:
  reg2reg_slack_ns: 1.08
  required_ns: 2.72
  critPathMaxFanout: 15
  path_class: "reg2out"
  cp-start-kind: "flip-flop"
  worst-path-buf-inv: 2
  crit_family: "simple AND/OR/NAND/NOR gates"
  critical_path.endpoint_type: "primary output"
  path_cells: "and4_4 > or3_1 > inv_1 > clkdlybuf4s50_1"
  crit_arrival_ns: 2.34
  cp_slowest_cell: "or3_1"
  critPathMaxStageDelay_ns: 0.58
die:
  num_rows: 30
  fp_util_pct: 41.8
  num_io_pins: 67
  dieWidth_microns: 86.5
  die_y_microns: 86.5
  dieArea_sq_mm: 0.00748
  core_sq_mm: 0.00683
global_route:
  grt_pass1_vias: 2216
  grt_use_total_pct: 17.8
  grt_pass1_wl_mm: 10.3
  antenna_found_initial: 0
  grt_max_degree: 56
  grt-ovfl-total: 0
clock_network:
  cts_tree: "done"
  cts.hold.buffers_added: 0
  post_cts_buffers: 0
  cts_resized: 0
  clk_pin_slew_ns: 0.10
  clock_insertion_delay_worst_skew_ns: 0.41
pwr:
  internal_power_w: 0.00102
  p_comb_share_pct: 5.2
  switching_power_w: 0.000259
  p_seq_share_pct: 51.9
  leakage_nw: 1.55
  power_density_mw_per_mm2: 349
  switching_share_pct: 20.2
  pwr-share-clk_pct: 42.9
  ir_drop_v: 0.000229
place:
  port-buffer-count: 65
  dp.final_hpwl_mm: 4.23
  gp_congestion: 0.909
worst_hold_path:
  hp-class: "in2async"
flow_run:
  tool_warnings: 28
  drv_cap: 0
[path summary, 6_finish.rpt]
kind | startpoint | to | cells after the start
max | r_vert_counter[8] | o_nblank | 4
max reg2reg | r_vert_counter[8] | r_pixel_counter[3] | 6
min in group clk0 | r_horz_counter[0] | r_horz_counter[0] | 1
min | i_reset_n | r_pixel_counter[16] | 2
max in group asynchronous | i_reset_n | r_horz_counter[5] | 2
min reg2reg | r_horz_counter[0] | r_horz_counter[0] | 1
[power by group through the flow]
stage | combinational [W] | clock, W | sequential (W)
CTS | 0.0000685 | 0.000574 | 0.000667
global route | 0.0000742 | 0.000596 | 0.000668
finish | 0.0000664 | 0.000551 | 0.000666
[cells by family (layout without fill, tap and decap cells)]
logic type / after synthesis / in the layout / share of synthesized area [%]
simple gates: 118 / 118 / 23.2
compound gates: 68 / 68 / 16.6
flops: 55 / 55 / 48.2
buf+inv: 37 / 94 / 6.49
xor+xnor: 8 / 8 / 2.46
fa+ha+maj: 5 / 5 / 2.19
mux: 2 / 2 / 0.701
other cells: 1 / 1 / 0.131
[cells in the final DEF (no fill, tap or decap), drive strengths merged, types with 5 or more instances in the layout]
master and n:
o21ai 16, xor2 5, dfrtp 55, clkbuf 8, or4 8, and3 15
a22oi 9, inv 15, nand2 25, ha 5, o31ai 5, clkdlybuf4s50 64
and2 5, o211ai 7, or3 7, a21oi 11, nor2 13, nand4 8
buf 5, nand3 13
[worst register-to-register path: cells and delay by family, from the launching register on]
family,cells,cell delay (ns)
flip-flops,1,0.45
buffers and inverters,2,0.47
AND/OR/NAND/NOR,2,0.81
AND-OR/OR-AND,2,0.50
[stage by stage]
step                      setup WS [ns]  cell area, sq um  total power [W]  hold slack (ns)  instances
final                             0.381              3670          0.00128            0.392        447
after global routing              0.274              3670          0.00134            0.447        447
after CTS                         0.357              3670          0.00131            0.414        447
after detailed placement          0.653              3520         0.000767            0.500        436
after global placement            0.653              3520         0.000766            0.508        436
after floorplan                   0.922              2850         0.000705            0.384        294
[flip-flops by register name, indices dropped and copies added, names as in the netlist]
register         flops
r_horz_counter      10
o_G                  6
r_vert_counter      10
o_R                  5
r_pixel_counter     19
o_B                  5
[final cells by class]
type,count,share of cell area (%)
Sequential cell,55,37.5
Multi-Input combinational cell,202,35.2
Timing Repair Buffer,68,18.1
Clock buffer,9,3.27
Tap cell,96,3.27
Inverter,14,1.43
Clock inverter,3,1.26
[layer usage]
metal,wire [microns],track usage (%),part of all wire [%],up-vias
met5,0,0,0,-
li1,-,-,-,1181
met1,2970,27.1,48,1126
met4,67,1.67,1.1,0
met3,301,4.25,4.8,6
met2,2900,28.2,46,57
No activity file was given, so power comes from the tool's default toggle rates.
